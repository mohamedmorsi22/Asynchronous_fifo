<file path="config.mk">
export PLATFORM = sky130hd
export DESIGN_NAME = asyn_fifo
export DESIGN_NICKNAME = asyn_fifo
export VERILOG_FILES = /design/flow/design.v
export SDC_FILE = /design/flow/constraint.sdc
export NUM_CORES = 4
export LEC_CHECK = 1
export CORE_UTILIZATION = 50
export SYNTH_MEMORY_MAX_BITS = 65536
</file>
<file path="constraint.sdc">
current_design asyn_fifo

set clk_period 594.1
set clk_io_pct 0.2

create_clock -name clk0 -period $clk_period [get_ports {clk_rd}]
create_clock -name clk1 -period $clk_period [get_ports {clk_wr}]

set non_clock_inputs [all_inputs -no_clocks]
set_input_delay [expr $clk_period * $clk_io_pct] -clock clk0 $non_clock_inputs
set_output_delay [expr $clk_period * $clk_io_pct] -clock clk0 [all_outputs]
</file>
<file path="design.v">
`timescale 1ns / 1ps
module BRAM
	#(
		parameter ADDR_WIDTH = 11, 
				  DATA_WIDTH = 8
	)
	(
		input  clk_r, clk_w,
		input  wr_en, 
		input [DATA_WIDTH-1:0] in_data,
		input [ADDR_WIDTH-1:0] wr_addr ,rd_addr, 
		output [DATA_WIDTH-1:0] out_data
	);
	reg[DATA_WIDTH-1:0] bram [2**ADDR_WIDTH-1:0];
	reg[ADDR_WIDTH-1:0] addr_b;
	always @(posedge clk_w) begin
		if(wr_en) 
		bram[wr_addr] <= in_data;
	end
	always @(posedge clk_r) begin
		addr_b <= rd_addr;	
	end
	assign out_data = bram[addr_b];
endmodule
`timescale 1ns / 1ps
module asyn_fifo
	#(
		parameter DATA_WIDTH = 8,
				  DEPTH = 11  
	)
	(
	input  rst_n,
	input  clk_wr,clk_rd,  
	input  wr,rd, 
	input  [DATA_WIDTH-1:0] in_data,         
	output [DATA_WIDTH-1:0] out_data,      
	output reg full,empty, 
	output reg [DEPTH-1:0] data_count_w,data_count_r  
    );
	 initial begin
		full=0;
		empty=1;
	 end
	localparam fifo_DEPTH=2**DEPTH;
	 reg[DEPTH:0] wr_ptr = 0;  
	 reg[DEPTH:0] rd_ptr;  
	 reg[DEPTH:0] rd_grey;  
	 reg[3:0] i;  
	 wire[DEPTH:0] wr_grey,wr_grey_next;  
	 wire we;
	 assign wr_grey = wr_ptr ^ (wr_ptr>>1);  
	 assign wr_grey_next = (wr_ptr+1'b1)^((wr_ptr+1'b1)>>1);
	 assign we= wr && !full; 
 BRAM #(.ADDR_WIDTH(DEPTH) , .DATA_WIDTH(DATA_WIDTH)) instance1
 (
     .clk_r(clk_rd),
     .clk_w(clk_wr),
     .wr_en(we),
     .in_data(in_data),
     .wr_addr(wr_ptr[DEPTH-1:0]),  
     .rd_addr(rd_ptr[DEPTH-1:0]),  
     .out_data(out_data)
 );
	 always @(posedge clk_wr,negedge rst_n) begin
		if(!rst_n) begin
			wr_ptr <= 0;
			full <= 0;
		end
		else begin
			if(wr && !full) begin 
				wr_ptr <= wr_ptr +1'b1; 
				full <= wr_grey_next == {~rd_grey[DEPTH :DEPTH-1], rd_grey[DEPTH-2:0]};  
			end
			else full <= wr_grey == {~rd_grey[DEPTH : DEPTH-1],rd_grey[DEPTH-2:0]}; 
			for(i=0;i<=DEPTH;i=i+1) rd_ptr[i]=^(rd_grey>>i);  
			data_count_w <= (wr_ptr>=rd_ptr)? (wr_ptr-rd_ptr):(fifo_DEPTH-rd_ptr+wr_ptr);
		end							
	 end
	 reg[DEPTH:0] r_ptr_q=0;  
	 reg[DEPTH:0] w_ptr_sync;  
	 reg[DEPTH:0] w_grey_sync;  
	 wire[DEPTH:0] r_grey,r_grey_nxt;  
	 wire[DEPTH:0] r_ptr_d;
	 assign r_grey= r_ptr_q^(r_ptr_q>>1);  
	 assign r_grey_nxt= (r_ptr_q+1'b1)^((r_ptr_q+1'b1)>>1);  
	 assign r_ptr_d= (rd && !empty)? r_ptr_q+1'b1:r_ptr_q;
	 always @(posedge clk_rd,negedge rst_n) begin
		if(!rst_n) begin
			r_ptr_q<=0;
			empty<=1;
		end
		else begin
			r_ptr_q<=r_ptr_d;
			if(rd && !empty) empty <= r_grey_nxt==w_grey_sync; 
			else empty <= r_grey==w_grey_sync; 
			for(i=0;i<=DEPTH;i=i+1) w_ptr_sync[i]=^(w_grey_sync>>i);  
			data_count_r = (wr_ptr>=rd_ptr)? (wr_ptr-rd_ptr):(fifo_DEPTH-rd_ptr+wr_ptr); 
		end
	 end
     reg[DEPTH:0] r_grey_sync_temp;
	 reg[DEPTH:0] w_grey_sync_temp;
	 always @(posedge clk_wr) begin 
		r_grey_sync_temp<=r_grey; 
		rd_grey<=r_grey_sync_temp;
	 end
	 always @(posedge clk_rd) begin 
		w_grey_sync_temp<=wr_grey;
		w_grey_sync<=w_grey_sync_temp;
	 end
endmodule
</file>
<file path="run.sh">
#!/bin/bash
# OpenROAD 26Q1-2900-gdf79404cd8, Yosys 0.63+post, stock flow scripts
make -C /OpenROAD-flow-scripts/flow DESIGN_CONFIG=/design/flow/config.mk WORK_HOME=/design/flow/orfs finish
</file>
==> run notes <==
During synthesis, Yosys emitted a total of 2 warnings. The synthesis report lists the most area-consuming cells as sky130_fd_sc_hd__edfxtp_1, sky130_fd_sc_hd__mux4_2, sky130_fd_sc_hd__nor2_1. The xor and xnor area share after synthesis works out to 0.170%. During I/O placement, the number of pins put on the boundary was 45. The class of the worst hold path is reg -> reg.

The tools report the final sum of negative setup slack as 0 ps. The worst VDD IR drop from the latest analysis is 0.00502 mV. The kind of critical path is reg -> out.

The timing report notes that buffer and inverter cells on the critical path total 12. The run gives 77.6% for the area share of the leading cell type in the synthesized netlist. Count of final max-slew check failures: 0. The combinational gate area came out at 134000 um^2.

The placement summary gives the final routability congestion estimate as 0.867. Combinational group share of total power: 29.6%. Of the post-synthesis cell area, the part taken by muxes is 19.1%. The run gives 29.7% for the share of total power consumed by net switching.

With the number of flops mapped to enable cells by yosys at 16417, the final count of negative-setup-slack endpoints is 0. For the number of standard cells reported by yosys, the log shows 26345. With the ratio of cells with drive above 1 in the final layout at 31.6%, the floorplan die area is 1280000 um^2. The number of antenna violations at the first check in global routing was 137; the slew of the pin with the lowest slew margin was 1420 ps. Source of the worst register-to-register timing path: rd_grey[11]$_DFF_P_. For this run, design rule violations remaining after detail routing come to 0. Share of flip-flops with an asynchronous set or reset: 0.158%.

Traced cell by cell, the critical path runs through buf_4 > buf_4 > buf_4 > buf_4 > buf_4 > buf_4 > buf_4 > buf_4 > buf_4 > buf_4 > mux4_2 > mux4_2 > mux4_2 > a221oi_1 > buf_4 > o22ai_1 > or4_1 > clkdlybuf4s50_1. With the die boundary width at 1.13 mm, the core outline area is 1270000 um^2. The tools report the net switching power as 982 uW.

The tools report the beginning of the critical path as instance1.addr_b[1]$_DFF_P_. For this run, the detailed router reports a per-instance via density of 6.17. The run gives 92.3 ps as the final clock skew. Global routing used 29.8% of the available tracks across all layers. The logs give 1640 mm for the detailed-route wire length and 39.1% for the proportion of power drawn by flip-flops and latches. After Yosys synthesis, AND-OR and OR-AND compound gates account for 0.245% of the synthesized area. During placement, the flow inserted port buffers numbering 43. Power comes to 3.31 mW. The synthesis stat section lists a flop and latch total of 16502.

Per the layout report, the design carries 89261 filler cells. In the power breakdown, the internal column shows 2.33 mW. The logs give 320160 for the number of global-route vias before repair and 43010 for the number of instances in the placed design. The final timing report gives a worst setup slack of 463820 ps.

Leading cell type in the layout, fill and taps excluded: sky130_fd_sc_hd__edfxtp_1. Each instance of the synthesized netlist takes up on average 24.1 um^2. The run gives 588530 ps as the slack of the worst reg-to-reg path. The tools report the DRC marker count from the first detailed-route iteration as 19254. According to the floorplan log, the row count is 413. Along the worst path, the maximum fanout reaches 49. After detailed routing, the average wire length per cell comes to 35.4 um. In this run the remaining antenna-violating nets after routing total 0. The run gives 0 for the quantity of gates resized following cts. The path with the worst hold slack has its endpoint at r_grey_sync_temp[11]$_DFF_P_. Chip height: 1.13 mm. Of the combinational cells, the family taking the most area is multiplexers.

The power report attributes to the clock group a share of 31.3%. In the placement report, post-DP HPWL is listed as 1010 mm. The post-route report lists met1 wire length as 490 mm. The post-synthesis simple-gate area fraction was 1.45%.

The data arrival time of the worst path is 11470 ps, and the delay contributed by the slowest stage of the critical path is 790 ps. The logs give 6 for the number of iterations in the first detailed-routing pass and 316 mm for the total met3 wirelength after detailed routing. Top layer reached by signal wires: met5. Once placement finished, the instance area stood at 662000 um^2.

The run gives 16502 for the clock sink count. The timing report shows the most common cell along the critical path to be sky130_fd_sc_hd__buf_4. Per the post-CTS timing run, clock transition at the registers of the reported paths is 60 ps. Broken down by cell family, the worst path's largest delay share belongs to buffers and inverters. Ranking logic cells in the layout by count gives the top entries sky130_fd_sc_hd__edfxtp_1, sky130_fd_sc_hd__mux4_2, sky130_fd_sc_hd__nor2_1. The leakage power summed over all cells was 219 nW; the total grt overflow was 0. The startpoint type of the worst setup path is a flop. The run finished with clean final reports. For this configuration, the core starts out at a cell density of 50.2%. After synthesis the cells add up to 636000 um^2. The data required time reported for the critical path is 475280 ps. The run gives 2340 mm for the wire length of the first global-routing pass. The biggest area contributor in the post-synthesis netlist is sky130_fd_sc_hd__edfxtp_1. The slowest stage of the critical path belongs to the cell sky130_fd_sc_hd__or4_1.

TritonCTS built the clock tree. For the number of non-filler instances in the completed layout, the log shows 46305. Worst reg2reg path endpoint: data_count_w[10]$_DFFE_PP_.

With the power density over the cells at 4.62 nW/um^2, the number of hold-slack violations in the final timing report is 0. The area used by sequential logic in the layout is 495000 um^2. For the overall via count from detail_route, the log shows 285739. Summing all non-filler instances in the final layout gives an area of 717000 um^2.

The synthesized netlist has a Yosys-reported chip area of 636000 um^2. The sequential area share after synthesis is 77.9%, and the relative area change from synthesis to final layout is 12.8%. The max-capacitance violation count came out at 0.

With the cell depth of the worst setup path at 18, the adder-cell share of the synthesized area is 0.0996%. In this run, distinct cell masters in the synthesized netlist total 53. The number of logged tool warnings came out at 160. At the placement stage, the worst setup path has a slack of 464060 ps.

Kind of end point of the critical path: a primary output. The worst reg-to-reg path cell count was 19; the maximum number of pins on one net before global-route repair was 137. In this run the most critical hold path is launched from r_ptr_q[11]$_DFFE_PN0P_.

For the instance count of the mapped netlist, the log shows 26345. Setup repair after global routing left no endpoint under its margin. Wire segments on met2 add up to 768 mm in the final route.

The worst hold path depth works out to 1. Across all checked pins, the minimum headroom to the slew limit is 5.33%. The most used flip-flop cell after synthesis is sky130_fd_sc_hd__edfxtp_1.
==> what timing repair did <==
action | 4_1_cts | 5_1_grt
hold endpoints to repair | 12 | 0
endpoints found under the setup margin | 0 | 0
buffers inserted | 0 | 0
hold buffers | 16 | 0
==> through the flow <==
step,utilization (%),hold slack [ps]
4_1_cts,56.6,0.156
3_5_place_dp,52.3,312
2_1_floorplan,-,310
3_3_place_gp,52.3,312
6_report,56.6,101
5_1_grt,56.6,83.5
==> power groups by stage <==
stage,sequential (mW),combinational (mW),clock [mW]
CTS,1.29,0.992,1.05
finish,1.29,0.979,1.04
global route,1.29,1.04,1.10
==> Yosys cell counts, types with 2 or more instances <==
library cell	n
sky130_fd_sc_hd__or3b_2	2
sky130_fd_sc_hd__nor2_1	2088
sky130_fd_sc_hd__xnor3_1	3
sky130_fd_sc_hd__xnor2_2	2
sky130_fd_sc_hd__a22oi_1	16
sky130_fd_sc_hd__buf_1	288
sky130_fd_sc_hd__inv_1	38
sky130_fd_sc_hd__edfxtp_1	16417
sky130_fd_sc_hd__nand3b_1	3
sky130_fd_sc_hd__ha_1	49
sky130_fd_sc_hd__nand2_1	153
sky130_fd_sc_hd__dfxtp_1	59
sky130_fd_sc_hd__o22ai_1	32
sky130_fd_sc_hd__a21oi_1	17
sky130_fd_sc_hd__or4_1	8
sky130_fd_sc_hd__dfrtp_1	25
sky130_fd_sc_hd__nor2b_1	19
sky130_fd_sc_hd__o31ai_1	2
sky130_fd_sc_hd__a22o_1	48
sky130_fd_sc_hd__mux2i_1	3
sky130_fd_sc_hd__buf_4	38
sky130_fd_sc_hd__a21boi_0	6
sky130_fd_sc_hd__xor2_1	37
sky130_fd_sc_hd__a21o_1	2
sky130_fd_sc_hd__o211ai_1	2
sky130_fd_sc_hd__and3_1	18
sky130_fd_sc_hd__nand3_1	45
sky130_fd_sc_hd__mux4_2	5376
sky130_fd_sc_hd__or2_2	16
sky130_fd_sc_hd__and2_1	9
sky130_fd_sc_hd__clkbuf_1	961
sky130_fd_sc_hd__nand4_1	5
sky130_fd_sc_hd__nand2b_1	7
sky130_fd_sc_hd__o21ai_0	27
sky130_fd_sc_hd__xnor2_1	75
sky130_fd_sc_hd__buf_6	11
sky130_fd_sc_hd__buf_2	372
sky130_fd_sc_hd__nor3_1	4
sky130_fd_sc_hd__a221oi_1	48
==> state kept, by name, summed over array words and instances, names as in the netlist, 12 cells and up <==
register,cells
r_grey_sync_temp,12
rd_grey,12
wr_ptr,12
r_ptr_q,12
w_grey_sync_temp,12
w_grey_sync,12
instance1.bram,16384
==> worst reg2reg max path, cell delays in order, from the launching register on <==
cell and delay [ps]:
sky130_fd_sc_hd__dfxtp_1 380, sky130_fd_sc_hd__xnor3_1 560, sky130_fd_sc_hd__xnor2_2 250, sky130_fd_sc_hd__xnor2_1 610
sky130_fd_sc_hd__inv_1 220, sky130_fd_sc_hd__xnor2_1 440, sky130_fd_sc_hd__xnor2_2 190, sky130_fd_sc_hd__xor2_1 190
sky130_fd_sc_hd__ha_1 220, sky130_fd_sc_hd__inv_1 90, sky130_fd_sc_hd__ha_1 260, sky130_fd_sc_hd__o21ai_0 110
sky130_fd_sc_hd__nand2_1 100, sky130_fd_sc_hd__o21ai_0 90, sky130_fd_sc_hd__mux2i_1 150, sky130_fd_sc_hd__a2bb2oi_1 340
sky130_fd_sc_hd__a41oi_1 230, sky130_fd_sc_hd__a21boi_0 450, sky130_fd_sc_hd__mux2i_1 270, sky130_fd_sc_hd__xnor2_1 210
==> cell families after synthesis <==
logic type | after synthesis
mux | 5379
flops | 16502
fa+ha+maj | 50
simple gates | 2379
buf+inv | 1708
xor+xnor | 117
compound gates | 210
==> routing by layer <==
layer | track usage, % | vias to the layer above
met5 | 1.23 | -
met4 | 9.12 | 195
met3 | 24.8 | 3008
met2 | 40.9 | 17993
met1 | 38.0 | 147986
li1 | - | 116557
==> area by class of cell <==
type / count / area share [%]
flip-flops and latches: 16502 / 69.0
multi-input cells: 8135 / 18.7
clock buffers: 2098 / 6.32
well taps: 16807 / 2.93
repair buffers: 1548 / 1.73
clock inverters: 967 / 1.19
diodes: 210 / 0.0733
inverters: 38 / 0.0199
==> worst max path at each step <==
stage | end | slack (ps)
5_1_grt | out_data[6] | 463050
4_1_cts | out_data[0] | 463640
6_report | out_data[0] | 463820
Power is estimated from default activity; no workload was simulated.
